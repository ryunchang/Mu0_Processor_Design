[./config.mk]
export PLATFORM = sky130hd
export DESIGN_NAME = memory
export DESIGN_NICKNAME = memory
export VERILOG_FILES = /design/flow/design.v
export SDC_FILE = /design/flow/constraint.sdc
export NUM_CORES = 4
export LEC_CHECK = 1
export CORE_UTILIZATION = 50
[./constraint.sdc]
current_design memory

set clk_period 4.3
set clk_io_pct 0.2

create_clock -name clk0 -period $clk_period [get_ports {clk}]

set non_clock_inputs [all_inputs -no_clocks]
set_input_delay [expr $clk_period * $clk_io_pct] -clock clk0 $non_clock_inputs
set_output_delay [expr $clk_period * $clk_io_pct] -clock clk0 [all_outputs]
[./design.v]
module memory (STP_flag, clk, addr, data, MEMrq, RnW, min, max, out); 
 input clk, MEMrq, RnW, STP_flag;
 input [11:0] addr;
 inout [15:0] data;
 input [15:0] min, max;
 output reg [15:0] out;
 reg [15:0] mem [31:0];
 parameter [3:0] LDA = 4'b0000;
 parameter [3:0] STO = 4'b0001;
 parameter [3:0] ADD = 4'b0010;
 parameter [3:0] SUB = 4'b0011;
 parameter [3:0] JMP = 4'b0100;
 parameter [3:0] JGE = 4'b0101;
 parameter [3:0] JNE = 4'b0110;
 parameter [3:0] STP = 4'b0111;
 parameter [11:0] S = 12'd27;
 parameter [11:0] sum = 12'd28;
 parameter [11:0] i = 12'd29;
 parameter [11:0] N = 12'd30;
 parameter [11:0] v1 = 12'd31;
 parameter [11:0] loop1 = 12'd7;
assign data = (MEMrq & RnW) ? mem[addr] : 16'hz;  
always @(posedge clk) begin  
 if (MEMrq & !RnW) mem[addr] <= data;
 if(STP_flag == 1) out <= mem[29];
end
initial begin
	mem[0] = {JMP, 12'd1};  
	mem[1] = {LDA, S};
	mem[2] = {STO, sum}; 
	mem[3] = {STO, i}; 
	mem[4] = {SUB, N}; 
	mem[5] = {JNE, loop1}; 
	mem[6] = {STP, 12'd0}; 
	mem[7] = {LDA, i};
	mem[8] = {ADD, v1};
	mem[9] = {STO, i};
	mem[10] = {ADD, sum};
	mem[11] = {STO, sum};
	mem[12] = {LDA, i};
	mem[13] = {SUB, N};
	mem[14] = {JNE, loop1}; 
	mem[15] = {STP, 12'd0}; 
	mem[27] = 16'd9;  
	mem[28] = 16'd0;  
	mem[29] = 16'd0;  
	mem[30] = 16'd6;  
	mem[31] = 16'd1;  
end	
always @(min, max) begin
 sigma(min, max);
end
task sigma(input [15:0] min, input [15:0] max);
begin
 mem[0] = {LDA, 12'd29};  
 mem[1] = {ADD, 12'd30};  
 mem[2] = {STO, 12'd29};  
 mem[3] = {LDA, 12'd30};  
 mem[4] = {ADD, 12'd28};  
 mem[5] = {STO, 12'd30};  
 mem[6] = {LDA, 12'd31};
 mem[7] = {SUB, 12'd30};
 mem[8] = {JGE, 12'd0};
 mem[9] = {STP, 12'd0};
 mem[28] = 16'd1;  
 mem[29] = 16'd0;  
 mem[30] = min;  
 mem[31] = max;  
end
endtask
endmodule
[./run.sh]
#!/bin/bash
# OpenROAD 26Q1-2900-gdf79404cd8, Yosys 0.63+post, stock flow scripts
make -C /OpenROAD-flow-scripts/flow DESIGN_CONFIG=/design/flow/config.mk WORK_HOME=/design/flow/orfs finish
==> notes.md <==
The following summarizes the physical implementation.

Logic synthesis
The distinct cell type count of the synthesized netlist is 58. Per Yosys stat, the portion of area used by sequential elements is 0.763. The register bit count reported by yosys is 320. The synth_stat.txt file lists the number of cells as ~750. The count of flip-flops with a built-in enable after synthesis is between 300 and 400. The synthesis report gives the async set-or-reset register share as 0.

For this run, the chip area from Yosys synthesis comes to 12600 um2. The number of synthesis warnings is 3. The dominant synthesized flop cell is sky130_fd_sc_hd__edfxtp_1.

Outcome
The first error in the log reads "ERROR: Found 32 problems in 'check -assert'". The flow stopped in 1_2_yosys. The run stopped with a tool error.
-- cell families after synthesis --
family	share of synthesized area
DFF	0.763
and+or+nand+nor	0.0727
AOI/OAI and AO/OA	0.0942
buffers and inverters	0.0284
muxes	0.0403
xor gates and xnor gates	0.000696
other	0.000298
-- synth_stat cells (8+ instances only) --
| master | number | area share |
|---|---|---|
| sky130_fd_sc_hd__a221oi_1 | 17 | 0.012 |
| sky130_fd_sc_hd__buf_2 | 13 | 0.0052 |
| sky130_fd_sc_hd__nand3_1 | 16 | 0.0064 |
| sky130_fd_sc_hd__mux2i_1 | 36 | 0.029 |
| sky130_fd_sc_hd__nand4_1 | 13 | 0.0065 |
| sky130_fd_sc_hd__buf_4 | 28 | 0.017 |
| sky130_fd_sc_hd__o21ai_0 | 14 | 0.0056 |
| sky130_fd_sc_hd__a22oi_1 | 43 | 0.026 |
| sky130_fd_sc_hd__a32oi_1 | 8 | 0.0056 |
| sky130_fd_sc_hd__a22o_1 | 15 | 0.010 |
| sky130_fd_sc_hd__edfxtp_1 | 320 | 0.76 |
| sky130_fd_sc_hd__mux2_2 | 11 | 0.0098 |
| sky130_fd_sc_hd__a21oi_1 | 21 | 0.0083 |
| sky130_fd_sc_hd__nand2_1 | 24 | 0.0072 |
| sky130_fd_sc_hd__nor3_1 | 27 | 0.011 |
| sky130_fd_sc_hd__nor2b_1 | 8 | 0.0040 |
| sky130_fd_sc_hd__nor2_1 | 27 | 0.0081 |
