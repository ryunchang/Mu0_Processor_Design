==> design/flow/config.mk <==
export PLATFORM = sky130hd
export DESIGN_NAME = memory_extended
export DESIGN_NICKNAME = memory_extended
export VERILOG_FILES = /design/flow/design.v
export SDC_FILE = /design/flow/constraint.sdc
export NUM_CORES = 4
export LEC_CHECK = 1
export CORE_UTILIZATION = 40
==> design/flow/constraint.sdc <==
current_design memory_extended

set clk_period 3.2
set clk_io_pct 0.2

create_clock -name clk0 -period $clk_period [get_ports {clk}]

set non_clock_inputs [all_inputs -no_clocks]
set_input_delay [expr $clk_period * $clk_io_pct] -clock clk0 $non_clock_inputs
set_output_delay [expr $clk_period * $clk_io_pct] -clock clk0 [all_outputs]
==> design/flow/design.v <==
module memory_extended (STP_flag, clk, addr, data, MEMrq, RnW, min, max, out); 
 input clk, MEMrq, RnW, STP_flag;
 input [11:0] addr;
 inout [15:0] data;
 input [15:0] min, max;
 output reg [15:0] out;
 reg [15:0] mem [31:0];
 parameter [3:0] LDA = 4'b0000;
 parameter [3:0] STO = 4'b0001;
 parameter [3:0] ADD = 4'b0010;
 parameter [3:0] SUB = 4'b0011;
 parameter [3:0] JMP = 4'b0100;
 parameter [3:0] JGE = 4'b0101;
 parameter [3:0] JNE = 4'b0110;
 parameter [3:0] STP = 4'b0111;
 parameter [3:0] INC = 4'b1000;  
 parameter [3:0] DEC = 4'b1001;  
 parameter [3:0] MUL = 4'b1010;  
 parameter [3:0] SHR = 4'b1011;  
 parameter [11:0] S = 12'd27;
 parameter [11:0] sum = 12'd28;
 parameter [11:0] i = 12'd29;
 parameter [11:0] N = 12'd30;
 parameter [11:0] v1 = 12'd31;
 parameter [11:0] loop1 = 12'd7;
assign data = (MEMrq & RnW) ? mem[addr] : 16'hz;  
always @(posedge clk) begin  
 if (MEMrq & !RnW) mem[addr] <= data;
 if(STP_flag == 1) out <= mem[29];
end
initial begin
	mem[0] = {JMP, 12'd1};  
	mem[1] = {LDA, S};
	mem[2] = {STO, sum}; 
	mem[3] = {STO, i}; 
	mem[4] = {SUB, N}; 
	mem[5] = {JNE, loop1}; 
	mem[6] = {STP, 12'd0}; 
	mem[7] = {LDA, i};
	mem[8] = {ADD, v1};
	mem[9] = {STO, i};
	mem[10] = {ADD, sum};
	mem[11] = {STO, sum};
	mem[12] = {LDA, i};
	mem[13] = {SUB, N};
	mem[14] = {JNE, loop1}; 
	mem[15] = {STP, 12'd0}; 
	mem[27] = 16'd9;  
	mem[28] = 16'd0;  
	mem[29] = 16'd0;  
	mem[30] = 16'd6;  
	mem[31] = 16'd1;  
end	
always @(min, max) begin
 sigma(min, max);
end
task sigma(input [15:0] min, input [15:0] max);
begin
 mem[0] = {LDA, 12'd30};
 mem[1] = {DEC, 12'd30}; 
 mem[2] = {MUL, 12'd30}; 
 mem[3] = {SHR, 12'd30};
 mem[4] = {STO, 12'd30};
 mem[5] = {LDA, 12'd31}; 
 mem[6] = {INC, 12'd31};
 mem[7] = {MUL, 12'd31};
 mem[8] = {SHR, 12'd31};
 mem[9] = {SUB, 12'd30};
 mem[10] = {STO, 12'd29};
 mem[11] = {STP, 12'd0};
 mem[29] = 16'd0;  
 mem[30] = min;  
 mem[31] = max;  
end
endtask
endmodule
==> design/flow/run.sh <==
#!/bin/bash
# OpenROAD 26Q1-2900-gdf79404cd8, Yosys 0.63+post, stock flow scripts
make -C /OpenROAD-flow-scripts/flow DESIGN_CONFIG=/design/flow/config.mk WORK_HOME=/design/flow/orfs finish
==> out/qor.csv <==
metric,value,unit
netlist_top_cells_count,"304 x edfxtp_1, 53 x a22oi_1, 31 x nor3_1, 26 x mux2i_1, 25 x nor2_1",
status,aborted with a tool error,
ys_types,55,
edf_count,304,
yosysCellCount,709,
firstError,ERROR: Found 32 problems in 'check -assert'.,
haltStage,synthesis (1_2_yosys),
yosysTopAreaCellShare,0.767,
numSynthFlops,304,
synth-area-yosys,11900,um^2
flop_cell,edfxtp_1,
synth-async-reset-ratio,0,
synth_top_cell_by_count,edfxtp_1,
ys_warn_count,3,
synthTopCellsByArea,"edfxtp_1 77%, a22oi_1 3.3%, mux2i_1 2.2%, buf_4 1.5%, nor3_1 1.3%",
ys_seq_frac,0.767,
synth.largest_area_cell,edfxtp_1,
==> cells by family after synthesis <==
kind of cell           synth area share
DFF                               0.767
AOI/OAI and AO/OA                 0.101
and+or+nand+nor                  0.0673
buffers and inverters            0.0302
muxes                            0.0345
other                          0.000315
