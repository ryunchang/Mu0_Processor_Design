===== ./design.v =====
module ACC_reg (clk, ACCce, ALUout, ACC, ACC15, ACCz);
input clk, ACCce;
input [15:0] ALUout;
output ACC15, ACCz;
output reg [15:0] ACC;
assign ACC15 = ACC[15];
assign ACCz = ACC[0];
always @(posedge clk)
  if (ACCce) ACC <= ALUout[15:0];
endmodule
module ALU(A, B, ALUfs, rst_n, ALUout);
input[3:0] ALUfs;
input [15:0] A, B;
input rst_n;
output reg [15:0] ALUout;
always@(*)
 if(rst_n)
 case (ALUfs)
  0 : ALUout <= 0;
  1 : ALUout <= A+B;
  2 : ALUout <= A-B;
  3 : ALUout <= B;
  4 : ALUout <= B+1;
  5 : ALUout <= A+1;
  6 : ALUout <= A-1;  
  7 : ALUout <= A*B;  
  8 : ALUout <= A>>1;  
  default : ALUout <= 0;
 endcase
 else ALUout <= 0;
endmodule
module FSM (rst_n, clk, opcode, ACCz, ACC15, Asel, Bsel, ACCce, PCce, IRce, ACCoe, ALUfs, MEMrq, RnW, STP_flag);
 input rst_n, clk, ACCz, ACC15;
 input [3:0] opcode;
 output Asel, Bsel, ACCce, PCce, IRce, ACCoe, MEMrq, RnW;
 output[3:0] ALUfs;
 output reg STP_flag;
 reg exft;
 reg [12:0] outs;
 parameter [3:0] LDA = 4'b0000;
 parameter [3:0] STO = 4'b0001;
 parameter [3:0] ADD = 4'b0010;
 parameter [3:0] SUB = 4'b0011;
 parameter [3:0] JMP = 4'b0100;
 parameter [3:0] JGE = 4'b0101;
 parameter [3:0] JNE = 4'b0110;
 parameter [3:0] STP = 4'b0111;
 parameter [3:0] INC = 4'b1000;  
 parameter [3:0] DEC = 4'b1001;  
 parameter [3:0] MUL = 4'b1010;  
 parameter [3:0] SHR = 4'b1011;  
always @(opcode or rst_n or exft or ACCz or ACC15) begin
 if (!rst_n) outs = {1'b0, 1'b0, 1'b1, 1'b1, 1'b1, 1'b0, 4'bxxxx, 1'b1, 1'b1, 1'b0};
 else begin
	case (opcode)
	LDA: begin STP_flag = 0;
		if (!exft) outs = {1'b1, 1'b1, 1'b1, 1'b0, 1'b0, 1'b0, 4'b0011, 1'b1, 1'b1, 1'b1};
		else outs = {1'b0, 1'b0, 1'b0, 1'b1, 1'b1, 1'b0, 4'b0100, 1'b1, 1'b1, 1'b0}; end
	STO: begin STP_flag = 0;
		if (!exft) outs = {1'b1, 1'bx, 1'b0, 1'b0, 1'b0, 1'b1, 4'bxxxx, 1'b1, 1'b0, 1'b1};
		else outs = {1'b0, 1'b0, 1'b0, 1'b1, 1'b1, 1'b0, 4'b0100, 1'b1, 1'b1, 1'b0}; end
	ADD: begin STP_flag = 0;
		if (!exft) outs = {1'b1, 1'b1, 1'b1, 1'b0, 1'b0, 1'b0, 4'b0001, 1'b1, 1'b1, 1'b1};
		else outs = {1'b0, 1'b0, 1'b0, 1'b1, 1'b1, 1'b0, 4'b0100, 1'b1, 1'b1, 1'b0}; end
	SUB: begin STP_flag = 0;
		if (!exft) outs = {1'b1, 1'b1, 1'b1, 1'b0, 1'b0, 1'b0, 4'b0010, 1'b1, 1'b1, 1'b1};
		else outs = {1'b0, 1'b0, 1'b0, 1'b1, 1'b1, 1'b0, 4'b0100, 1'b1, 1'b1, 1'b0}; end
	JMP: begin STP_flag = 0;
		outs = {1'b1, 1'b0, 1'b0, 1'b1, 1'b1, 1'b0, 4'b0100, 1'b1, 1'b1, 1'b0}; end
	JGE: begin STP_flag = 0;
		if (!ACC15)outs = {1'b1, 1'b0, 1'b0, 1'b1, 1'b1, 1'b0, 4'b0100, 1'b1, 1'b1, 1'b0};
		else outs = {1'b0, 1'b0, 1'b0, 1'b1, 1'b1, 1'b0, 4'b0100, 1'b1, 1'b1, 1'b0}; end
	JNE: begin STP_flag = 0;
		if (!ACCz) outs = {1'b1, 1'b0, 1'b0, 1'b1, 1'b1, 1'b0, 4'b0100, 1'b1, 1'b1, 1'b0};
		else outs = {1'b0, 1'b0, 1'b0, 1'b1, 1'b1, 1'b0, 4'b0100, 1'b1, 1'b1, 1'b0}; end
	STP: begin outs = {1'b1, 1'bx, 1'b0, 1'b0, 1'b0, 1'b0, 4'bxxxx, 1'b0, 1'b1, 1'b0};
		STP_flag = 1; end
	INC: begin STP_flag = 0;
		if (!exft) outs = {1'b1, 1'b1, 1'b1, 1'b0, 1'b0, 1'b0, 4'b0101, 1'b1, 1'b1, 1'b1};
		else outs = {1'b0, 1'b0, 1'b0, 1'b1, 1'b1, 1'b0, 4'b0100, 1'b1, 1'b1, 1'b0}; end
	DEC: begin STP_flag = 0;
		if (!exft) outs = {1'b1, 1'b1, 1'b1, 1'b0, 1'b0, 1'b0, 4'b0110, 1'b1, 1'b1, 1'b1};
		else outs = {1'b0, 1'b0, 1'b0, 1'b1, 1'b1, 1'b0, 4'b0100, 1'b1, 1'b1, 1'b0}; end
	MUL: begin STP_flag = 0;
		if (!exft) outs = {1'b1, 1'b1, 1'b1, 1'b0, 1'b0, 1'b0, 4'b0111, 1'b1, 1'b1, 1'b1};
		else outs = {1'b0, 1'b0, 1'b0, 1'b1, 1'b1, 1'b0, 4'b0100, 1'b1, 1'b1, 1'b0}; end  
	SHR: begin STP_flag = 0;
		if (!exft) outs = {1'b1, 1'b1, 1'b1, 1'b0, 1'b0, 1'b0, 4'b1000, 1'b1, 1'b1, 1'b1};
		else outs = {1'b0, 1'b0, 1'b0, 1'b1, 1'b1, 1'b0, 4'b0100, 1'b1, 1'b1, 1'b0}; end
	default: outs = {1'bx,1'bx,1'bx,1'bx,1'bx,1'bx,4'bxxxx,1'bx,1'bx,1'bx};
 endcase
 end  
end  
assign Asel = outs[12];
assign Bsel = outs[11];
assign ACCce = outs[10];
assign PCce = outs[9];
assign IRce = outs[8];
assign ACCoe = outs[7];
assign ALUfs = outs[6:3];
assign MEMrq = outs[2];
assign RnW = outs[1];
assign nextexft = outs[0];
always @(posedge clk or negedge rst_n)begin
 if (!rst_n) exft <= 1'b1;
 else exft <= nextexft;
end
endmodule
module IR_reg (clk, IRce, data, IR);  
input clk, IRce; 
input [15:0] data;
output reg [15:0] IR;
always @(posedge clk)
 if (IRce) IR <= data[15:0];
endmodule
module PC_reg (clk, rst_n, PCce, ALUout, PC); 
input clk, rst_n, PCce;
input [15:0] ALUout;
output reg [15:0] PC;
always @(posedge clk)
 if(!rst_n) PC <= 16'b0000_0000_0000_0000;
 else if (PCce) PC <= ALUout[15:0];
endmodule
module mu0 (rst_n, clk, addr, data, MEMrq, RnW, STP_flag);
 input rst_n, clk;
 input [15:0] data;
 output[11:0] addr;
 output MEMrq, RnW;
 output STP_flag;
 wire [15:0] ALUout, IR, PC, B, ACC;
 wire [3:0] ALUfs;
PC_reg PC_reg(.clk(clk), .rst_n(rst_n), .PCce(PCce), .ALUout(ALUout), .PC(PC));
IR_reg IR_reg(.clk(clk), .IRce(IRce), .data(data), .IR(IR));
mux2_to_1 muxA(.data0({4'b0000, PC}), .data1({4'b0000, IR[11:0]}), .sel(Asel), .out(addr));
mux2_to_1 muxB(.data0({4'b0000, addr}), .data1(data), .sel(Bsel), .out(B));
ACC_reg ACC_reg(.clk(clk), .ACCce(ACCce), .ALUout(ALUout), .ACC(ACC), .ACC15(ACC15), .ACCz(ACCz));
tri16bit tri16(.in(ACC), .oe(ACCoe), .out(data));
sync_rst sync_rst(.rst_n(rst_n), .clk(clk), .sreset(sreset));
ALU ALU(.rst_n(rst_n), .A(ACC), .B(B), .ALUfs(ALUfs), .ALUout(ALUout));
FSM FSM(.rst_n(sreset), .clk(clk), .opcode(IR[15:12]), .ACCz(ACCz), .ACC15(ACC15), 
	.Asel(Asel), .Bsel(Bsel), .ACCce(ACCce), .PCce(PCce), .IRce(IRce),
	.ACCoe(ACCoe), .ALUfs(ALUfs), .MEMrq(MEMrq), .RnW(RnW), .STP_flag(STP_flag));
endmodule
module tri16bit (in, oe, out);
 input oe;
 input [15:0] in;
 output [15:0] out;
 assign out = oe ? in : 16'hz;
endmodule
module sync_rst (rst_n, clk, sreset);
 input rst_n, clk;
 output sreset;
 reg sreset, sreset1;
always @(posedge clk)
 {sreset, sreset1} <= {sreset1, rst_n};
endmodule
module mux2_to_1(data0, data1, sel, out);
input [15:0] data0, data1;
input sel;
output reg [15:0] out;
always @(*)
 if(sel) out <= data1;
 else out <= data0;
endmodule

===== ./run.sh =====
#!/bin/bash
# OpenROAD 26Q1-2900-gdf79404cd8, Yosys 0.63+post, stock flow scripts
make -C /OpenROAD-flow-scripts/flow DESIGN_CONFIG=/design/flow/config.mk WORK_HOME=/design/flow/orfs finish

===== ./config.mk =====
export PLATFORM = sky130hd
export DESIGN_NAME = mu0
export DESIGN_NICKNAME = mu0
export VERILOG_FILES = /design/flow/design.v
export SDC_FILE = /design/flow/constraint.sdc
export NUM_CORES = 4
export LEC_CHECK = 1
export CORE_UTILIZATION = 40

===== ./constraint.sdc =====
current_design mu0

set clk_period 17.5
set clk_io_pct 0.2

create_clock -name clk0 -period $clk_period [get_ports {clk}]

set non_clock_inputs [all_inputs -no_clocks]
set_input_delay [expr $clk_period * $clk_io_pct] -clock clk0 $non_clock_inputs
set_output_delay [expr $clk_period * $clk_io_pct] -clock clk0 [all_outputs]

==> summary.txt <==
Physical design

The run stopped with a tool error. It got as far as synthesis (1_2_yosys) and failed there. The tool reported: "ERROR: Found 16 problems in 'check -assert'".

The share of flip-flops with an asynchronous set or reset stands at 0.0208. The post-synthesis sequential element count stands at 48. The area fraction in mux cells stands at 0.0104. The distinct cell type count after synthesis stands at 73. Per the Yosys statistics, synthesis produced slightly above 1000 cells.

Sorting the synthesized cells by how often they occur yields sky130_fd_sc_hd__inv_1 (123), sky130_fd_sc_hd__nand2_1 (121), sky130_fd_sc_hd__nor2_1 (85). The synthesis log from Yosys contains 20 warnings. By instance count, the leading cell after synthesis is sky130_fd_sc_hd__inv_1.

The chip area line of the yosys report stands at 8200 µm². The cell-mix breakdown from Yosys lists the simple-gate area share as 0.204. The share of the synthesized area in the top cell type stands at 0.198. After synthesis, the cell types taking the most area are sky130_fd_sc_hd__fa_1 (20%), sky130_fd_sc_hd__edfxtp_1 (12%), sky130_fd_sc_hd__ha_1 (10%). The complex-gate fraction of the synthesized area stands at 0.178.

Sorting the Yosys area breakdown by cell type puts at the top sky130_fd_sc_hd__fa_1. The post-synth count of flops with an enable pin is 32. For this run, the leading register cell type out of synthesis is sky130_fd_sc_hd__edfxtp_1. The cell-mix breakdown from Yosys lists the adder-cell area share as 0.299.

Per the synthesis report, the XOR/XNOR share of the synthesized area is 0.0643. For reference, the top logic cell family by area is adder cells.
cells by family after synthesis:
kind of cell / count (synthesis)
xor gates and xnor gates: 57
AOI/OAI and AO/OA: 207
adders and majority gates: 147
and+or+nand+nor: 352
DFF: 47
latches: 1
buffers and inverters: 190
muxes: 8
